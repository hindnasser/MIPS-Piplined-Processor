[/design/flow/run.sh]
#!/bin/bash
# OpenROAD 26Q1-2900-gdf79404cd8, Yosys 0.63+post, stock flow scripts
make -C /OpenROAD-flow-scripts/flow DESIGN_CONFIG=/design/flow/config.mk WORK_HOME=/design/flow/orfs finish
[/design/flow/config.mk]
export PLATFORM = sky130hd
export DESIGN_NAME = FP_RegisterFile
export DESIGN_NICKNAME = FP_RegisterFile
export VERILOG_FILES = /design/flow/design.v
export SDC_FILE = /design/flow/constraint.sdc
export NUM_CORES = 4
export LEC_CHECK = 1
export CORE_UTILIZATION = 40
[/design/flow/design.v]
module FP_RegisterFile (FPReadData1, FPReadData2, clk, fmt, FPReadRegister1, FPReadRegister2, FPWriteRegister, FPWriteData, FPRegWrite);
	input [4:0] fmt;
	input [4:0] FPReadRegister1, FPReadRegister2, FPWriteRegister;
	input clk, FPRegWrite;
	input [63:0] FPWriteData;
	output reg [63:0] FPReadData1, FPReadData2;
	reg [31:0] registers_f[31:0];
	integer i;
	initial
		begin
			registers_f[0]=0;
			for(i=0;i<32;i=i+1) 
				begin
                  registers_f[i]<=i;
				end
		end
	always @(*)
		begin
			if(FPRegWrite && FPWriteRegister!=0)
				begin
					if(fmt == 5'h10)
						registers_f[FPWriteRegister] <= FPWriteData[31:0];
					else if(fmt == 5'h11)
						begin
							registers_f[FPWriteRegister] <= FPWriteData[31:0];
							registers_f[FPWriteRegister+1] <= FPWriteData[63:32];
						end
				end
		end
	always @(negedge clk)
		begin
			if(fmt == 5'h10)
				begin
                  FPReadData1[31:0] <= registers_f[FPReadRegister1];
                 	FPReadData1[63:32] <= 32'b0;
                  FPReadData2[31:0] <= registers_f[FPReadRegister2];
                  FPReadData2[63:32] <= 32'b0;
				end
			else if(fmt == 5'h11)
				begin
					FPReadData1[31:0]  <= registers_f[FPReadRegister1];
					FPReadData1[63:32] <= registers_f[FPReadRegister1+1];
					FPReadData2[31:0]  <= registers_f[FPReadRegister2];
					FPReadData2[63:32] <= registers_f[FPReadRegister2+1];
				end
		end
endmodule
[/design/flow/constraint.sdc]
current_design FP_RegisterFile

set clk_period 18.3
set clk_io_pct 0.2

create_clock -name clk0 -period $clk_period [get_ports {clk}]

set non_clock_inputs [all_inputs -no_clocks]
set_input_delay [expr $clk_period * $clk_io_pct] -clock clk0 $non_clock_inputs
set_output_delay [expr $clk_period * $clk_io_pct] -clock clk0 [all_outputs]
==> impl_metrics.yaml <==
# yosys + openroad results
run_status:
  status: "stopped before the end"
  failed_stage: "global routing"
  error_line: "[ERROR GRT-0116] Global routing finished with congestion. Check the congestion regions in the DRC Viewer."
synth:
  edf_count: 64
  synthArstFlopShare_pct: 0
  synthCells: 6824
  yosys-top-cells-area: "dlxtn_1, mux2_2, a22oi_1"
  syn_area_mm2: 0.0586
  ys_warn_count: 2
  ys.flop_type: "dlxtn_1"
  synth_cell_types: 79
  yosysCellCount: 6824
  yosys_area_mm2: 0.0586
  ys.flops: 1152
  top_cell_area_share_pct: 26.3
  avgSynthCellArea_um2: 8.59
  yosysTopAreaCell: "dlxtn_1"
place:
  gp_congestion: 1.26
  place_ws_ns: 1.36
  port_buffers: 213
  dp_hpwl_mm: 375
global_route:
  grt_max_degree: 39
  first_global_vias: 81500
  track_usage_pct: 87.2
  overflow: 5
  grt_pass1_wl_mm: 836
sta:
  untimed_endpoints: 1024
  unclocked_pins: 1024
clock_network:
  clk_path_buf_depth: 2
  cts_made_buffers: 17
  ctsHoldBuffers: 0
  root_buffer: "clkbuf_16"
  htreeDepth: 4
  post-cts-setup-buffers: 0
  cts-resized-gates: 0
floorplanning:
  die_h_um: 385
  die_x_um: 385
  rows: 140
  ios: 214
  fp_util_pct: 40.3
-- cells in the mapped netlist (all sizes together), types with 10 or more instances --
| cell | instances |
|---|---|
| dfxtp | 64 |
| inv | 16 |
| nor4 | 79 |
| a222oi | 72 |
| mux2 | 1012 |
| mux2i | 25 |
| o21ai | 116 |
| edfxtp | 64 |
| a221oi | 41 |
| a31oi | 47 |
| nand2b | 14 |
| nand3b | 20 |
| a2111oi | 93 |
| clkbuf | 423 |
| and3 | 291 |
| a21oi | 72 |
| and4 | 24 |
| buf | 357 |
| and2 | 10 |
| nand4 | 221 |
| nand2 | 509 |
| nor2 | 284 |
| a32oi | 24 |
| nor3b | 14 |
| dlxtn | 1024 |
| nor3 | 78 |
| nor2b | 14 |
| nand3 | 161 |
| a22o | 52 |
| or3b | 13 |
| a22oi | 1484 |
-- per-layer routing --
layer | overflow | track usage, %
met4 | 3 | 78.8
met2 | 1 | 94.1
met1 | 0 | 89.5
met3 | 1 | 81.7
met5 | 0 | 70.9
-- cells by family after synthesis --
group	share of synthesized area (%)
fa+ha+maj	0.128
compound gates	26.5
buf+inv	6.26
flops	5.47
latches	26.3
mux	19.9
simple gates	15.6
-- through the flow --
| stage | cells | power, uW | area [um2] |
|---|---|---|---|
| 3_5_place_dp | 8700 | 1730 | 65000 |
| 3_3_place_gp | 8700 | 1740 | 65000 |
| 2_1_floorplan | 6824 | 1130 | 58600 |
| 4_1_cts | 8858 | 2270 | 66100 |
Power is estimated from default activity; no workload was simulated.
